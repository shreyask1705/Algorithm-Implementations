--- flow/design.v ---
module cordic #(
    parameter data_width = 16,
    parameter iterations = 15
    )(
    input clk,
    input reset_n,
    input logic signed [data_width-1:0] angle,
    input logic signed [data_width-1:0] x_i,
    input logic signed [data_width-1:0] y_i,
    output logic signed [data_width-1:0] cos,
    output logic signed [data_width-1:0] sin,
    input valid_in,
    output logic valid_out
    );
    logic signed [data_width-1:0] atan_table [0:iterations-1];
    initial begin
        atan_table[0]  = 'd12867;   
        atan_table[1]  = 'd7596;    
        atan_table[2]  = 'd4013;    
        atan_table[3]  = 'd2037;    
        atan_table[4]  = 'd1021;    
        atan_table[5]  = 'd511;     
        atan_table[6]  = 'd256;     
        atan_table[7]  = 'd128;     
        atan_table[8]  = 'd64;      
        atan_table[9]  = 'd32;      
        atan_table[10] = 'd16;      
        atan_table[11] = 'd8;       
        atan_table[12] = 'd4;       
        atan_table[13] = 'd2;       
        atan_table[14] = 'd1;       
    end
    logic signed [data_width-1:0] x [0:iterations], y [0:iterations], z [0:iterations];
    logic [$clog2(iterations)-1:0] iteration;
    logic valid_pipe [0:iterations];
    always_ff @(posedge clk or negedge reset_n) begin
        if (!reset_n) begin
            x[0] <= 0;
            y[0] <= 0;
            z[0] <= 0;
            valid_pipe[0] <= 0;
        end else if (valid_in) begin
            case (angle[15:14])
                2'b00: begin
                    x[0] <= x_i;
                    y[0] <= y_i;
                    z[0] <= angle;
                end
                2'b01: begin
                    x[0] <= -y_i;
                    y[0] <= x_i;
                    z[0] <= {2'b00, angle[13:0]};
                end
                2'b10: begin
                    x[0] <= -x_i;
                    y[0] <= -y_i;
                    z[0] <= {2'b11, angle[13:0]};
                end
                2'b11: begin
                    x[0] <= y_i;
                    y[0] <= -x_i;
                    z[0] <= -angle;
                end
            endcase
            valid_pipe[0] <= 1;
        end else begin
            valid_pipe[0] <= 0;
        end
    end
    genvar i;
    generate
        for (i = 0; i < iterations; i = i + 1) begin : cordic_pipeline
            always_ff @(posedge clk or negedge reset_n) begin
                if (!reset_n) begin
                    x[i+1] <= 0;
                    y[i+1] <= 0;
                    z[i+1] <= 0;
                    valid_pipe[i+1] <= 0;
                end else if (valid_pipe[i]) begin
                    if (z[i] < 0) begin
                        x[i+1] <= x[i] + (y[i] >>> i);
                        y[i+1] <= y[i] - (x[i] >>> i);
                        z[i+1] <= z[i] + atan_table[i];
                    end else begin
                        x[i+1] <= x[i] - (y[i] >>> i);
                        y[i+1] <= y[i] + (x[i] >>> i);
                        z[i+1] <= z[i] - atan_table[i];
                    end
                    valid_pipe[i+1] <= 1;
                end else begin
                    valid_pipe[i+1] <= 0;
                end
            end
        end
    endgenerate
    assign cos = x[iterations];
    assign sin = y[iterations];
    assign valid_out = valid_pipe[iterations];
endmodule
--- flow/run.sh ---
#!/bin/bash
# OpenROAD 26Q1-2900-gdf79404cd8, Yosys 0.63+post, stock flow scripts
make -C /OpenROAD-flow-scripts/flow DESIGN_CONFIG=/design/flow/config.mk WORK_HOME=/design/flow/orfs finish
--- flow/config.mk ---
export PLATFORM = sky130hd
export DESIGN_NAME = cordic
export DESIGN_NICKNAME = cordic
export VERILOG_FILES = /design/flow/design.v
export SDC_FILE = /design/flow/constraint.sdc
export NUM_CORES = 4
export LEC_CHECK = 1
export CORE_UTILIZATION = 30
--- flow/constraint.sdc ---
current_design cordic

set clk_period 11.9
set clk_io_pct 0.2

create_clock -name clk0 -period $clk_period [get_ports {clk}]

set non_clock_inputs [all_inputs -no_clocks]
set_input_delay [expr $clk_period * $clk_io_pct] -clock clk0 $non_clock_inputs
set_output_delay [expr $clk_period * $clk_io_pct] -clock clk0 [all_outputs]
==> summary.txt <==
run results: FF-to-FF Start z[13][15]$_DFFE_PN0P_, Most Crowded Layer GR met2, die height 458.6 µm, Final Hold Viols 0, Worst slew margin 31.56%, syn avg cell area 9.061 µm², crit path capture type asynchronous set/reset pin, Mapped Area 62540 µm², MaxCap Viol Count 0, TritonCTS Sinks 744, most frequent cell on the critical path buf_4, antenna cells 0, clock latency (worst-skew pair) 0.71 ns, Vias/cell 5.105, CP max stage cell buf_4, worst slew pin tran 1.001 ns, Setup-failing EPs final 0, logic area 41670 µm², crit-path max cell delay 0.67 ns, CP max FO 75, chip area 210300 µm², critical path type input port to asynchronous set/reset pin, first-pass GRT wire length 249100 µm, WL/cell 15.37 µm, IO Count 84, core region area 207100 µm², iteration tally of the first detailed-router pass 5, worst r2r dst y[14][13]$_DFFE_PN0P_, number of global-route vias before repair 46820, met2 GRT Util 23.29%, Remaining DRCs 0, IO Port Bufs 83, largest net degree at the start of global routing 115, setup TNS 0 ns, grt total ovfl 0, cells in synth_stat.txt 6902, CP required 12.67 ns, unrepaired setup endpoints after global routing false, DRT iter0 DRCs 2957, Total GRT Usage 14.53%, CTS Hold Buffers Added 0, Slew Viols, Final 0, main flop type dfrtp_1, die width 458.6 µm, worst hold path class register to register, Tmin final 4.549 ns, Filler cells 20695, cycle use final 38.23%, reg-to-reg slack, setup 7.78 ns, Cells after Synth 6902, Final ANT Viol Nets 0, status complete, no violations, Sequential Area 18630 µm², Async SR Flop Fraction 100.0%, DP Wirelength 116400 µm, Bufs on Longest Clock Path 3, WP data arrival 5.32 ns, Clock Skews 0.04395 ns, CTS tree done, Post-synth seq share 29.77%, Cell Rows 167, Yosys cell types 83, DR vias 49858, antenna violations before repair 2, routability congestion estimate from global placement 0.9164, Reg2Reg Depth 10, Post-synth EDFFs 0, Resized cells post-CTS 0, Synth flops 744, Pre-Place Util 30.20%, final wirelength 150100 µm, OpenROAD warning count 88, CTS H-tree depth 3, layout cells sized above 1 9.486%, Root Driver clkbuf_16, post-CTS setup buffer count 0, clock transition at the registers of the reported paths 0.05 ns, number of cells on the worst hold path 2, Worst Hold Path EP z[6][1]$_DFFE_PN0P_, met1 GRT Util 21.32%, clock buffer count from CTS 89, Yosys chip area 62540 µm², M3 GR Usage 1.764%, Synth Warn # 5, final worst slack 7.351 ns, Hold Path Origin z[6][1]$_DFFE_PN0P_, crit start category input port, cell breakdown of the critical path buf_8 -> buf_4 -> buf_4 -> buf_4 -> buf_4, area grow syn2layout 11.09%, Post-Place Worst Slack 6.434 ns, Peak Freq 219.8 MHz
layout make-up:
cell class	count	share of cell area, %
multi-input combinational	5561	59.98
sequential	744	26.82
tap	2788	5.021
clock buffer	127	3.670
inverter	374	2.021
timing repair buffer	139	1.812
clock inverter	34	0.6700
per-layer routing:
metal  up-vias  wire length [µm]
met3       193              5535
met1     23630             71490
met5         -                 0
li1      25229                 -
met4         0              3514
met2       806             69580
state kept, by name, indices dropped and copies added (netlist names):
signal / count
y: 256
x: 255
z: 217
valid_pipe: 16
cell families after synthesis:
logic type	after synthesis	synth area share [%]
simple gates	1690	13.06
mux	472	8.395
buf+inv	597	3.597
flops	744	29.77
fa+ha+maj	755	15.63
compound gates	1992	20.41
xor+xnor	652	9.131
per-stage QoR:
stage                     utilization [%]  area [µm²]  cells  hold WS [ns]
final                               33.55       69470   9767        0.4840
after detailed placement            32.09       66460   9606        0.4729
after global placement              32.09       66460   9606        0.4663
after floorplan                         -       62540   6902        0.3519
after global routing                33.55       69470   9767        0.5179
after CTS                           33.55       69470   9767        0.4884
worst max-delay path by stage:
stage | startpoint | endpoint | slack, ns | cells past startpoint
6_report | reset_n | x[1][7]$_DFFE_PN0P_ | 7.35 | 5
5_1_grt | reset_n | x[1][8]$_DFFE_PN0P_ | 6.82 | 5
4_1_cts | reset_n | x[1][8]$_DFFE_PN0P_ | 7.20 | 5
cell usage after synthesis, types with 16 or more instances:
master / count / area share [%]
xnor2_1: 449 / 6.3
o21a_1: 99 / 1.2
a211oi_1: 90 / 1.1
o31ai_1: 83 / 1.0
nand2b_1: 81 / 0.81
mux2i_1: 76 / 1.2
nand3_1: 112 / 0.90
or2_2: 16 / 0.16
a21o_1: 188 / 2.3
clkbuf_1: 170 / 1.0
a31o_2: 20 / 0.28
o311ai_0: 18 / 0.25
dfrtp_1: 744 / 30
buf_1: 48 / 0.29
a211o_1: 37 / 0.52
a221oi_1: 22 / 0.31
nand2_1: 361 / 2.2
o21bai_1: 55 / 0.66
or4_1: 21 / 0.25
ha_1: 711 / 14
nor2b_1: 71 / 0.71
o21ai_0: 389 / 3.1
nor4_1: 35 / 0.35
nor3b_1: 23 / 0.28
o211ai_1: 53 / 0.64
o2111ai_1: 18 / 0.25
nand3b_1: 38 / 0.46
xor2_1: 203 / 2.8
and2_1: 33 / 0.33
nor2_1: 561 / 3.4
and3_1: 51 / 0.51
fa_1: 44 / 1.4
mux2_2: 394 / 7.1
o2bb2ai_1: 16 / 0.22
a21boi_0: 28 / 0.34
inv_1: 366 / 2.2
nand4_1: 37 / 0.37
nor3_1: 156 / 1.2
or3_1: 46 / 0.46
a21oi_1: 620 / 5.0
a31oi_1: 82 / 0.82
placed cells by master, fill, tap and decap left out, types with 83 or more instances in the layout:
cell         n
nor3_1     156
mux2_2     394
a211oi_1    90
xnor2_1    449
o31ai_1     83
dfrtp_1    731
xor2_1     203
a21o_1     188
nand2_1    361
nand3_1    112
nor2_1     561
clkbuf_16   89
inv_1      366
o21ai_0    389
ha_1       711
a21oi_1    620
o21a_1      99
worst max-delay path, delay by kind of cell:
kind	cells	cell delay (ns)
buffers and inverters	5	2.75
